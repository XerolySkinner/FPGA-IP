==> design/flow/design.v <==
module sccb #(
	parameter			address=8'H03C
)(
	input		[15: 0]	in_reg			,
	input		[ 7: 0]	in_data			,
	input					in_valid			,
	output				out_ready		,
	output	reg		sccb_scl			,
	output	reg		sccb_sda			,
	input		wire		clk				,
	input		wire		rst_n
);
	reg		[ 7: 0]	chip_addr		;
	reg		[15: 0]	chip_reg			;
	reg		[ 7: 0]	chip_data		;
	reg		[4:0]	state;
	reg		[4:0]	state_cnt;
	reg				state_finish;
	parameter	IDLE 				= 0;
	parameter	STATE_S 			= 1;
	parameter	STATE_PHASE1 	= 2;
	parameter	STATE_PHASE2 	= 3;
	parameter	STATE_PHASE3 	= 4;
	parameter	STATE_PHASE4 	= 5;
	parameter	STATE_P 			= 6;
	assign	out_ready=(state[4:0]==IDLE);
always @ (posedge clk or negedge rst_n) begin
		if (!rst_n)
			begin
				state[4:0] 			<= IDLE;
				state_cnt[4:0]		<=	0;
				state_finish		<= 0;
				chip_reg				<= 0;
				chip_data			<= 0;
				chip_addr			<= address;
			end
		else
			case (state[4:0])
				IDLE:
					if (in_valid)
						begin
							chip_reg[15:0]		=in_reg[15:0];
							chip_data[ 7:0]	=in_data[ 7:0];
							state_cnt[4:0] <= 0;
							state[4:0] <= STATE_S;
						end
					else
						begin
							state[4:0] <= IDLE;
						end
				STATE_S:
					if (state_cnt[4:0]>=2)
						begin
							state_cnt[4:0] <= 0;
							state[4:0] <= STATE_PHASE1;
						end
					else
						begin
							state_cnt[4:0] <= state_cnt[4:0] + 1;
							state[4:0] <= STATE_S;
						end
				STATE_PHASE1:
					if (state_cnt[4:0]>=26)
						begin
							state_cnt[4:0] <= 0;
							state[4:0] <= STATE_PHASE2;
						end
					else
						begin
							state_cnt[4:0] <= state_cnt[4:0] + 1;
							state[4:0] <= STATE_PHASE1;
						end
				STATE_PHASE2:
					if (state_cnt[4:0]>=26)
						begin
							state_cnt[4:0] <= 0;
							state[4:0] <= STATE_PHASE3;
						end
					else
						begin
							state_cnt[4:0] <= state_cnt[4:0] + 1;
							state[4:0] <= STATE_PHASE2;
						end
				STATE_PHASE3:
					if (state_cnt[4:0]>=26)
						begin
							state_cnt[4:0] <= 0;
							state[4:0] <= STATE_PHASE4;
						end
					else
						begin
							state_cnt[4:0] <= state_cnt[4:0] + 1;
							state[4:0] <= STATE_PHASE3;
						end
				STATE_PHASE4:
					if (state_cnt[4:0]>=26)
						begin
							state_cnt[4:0] <= 0;
							state[4:0] <= STATE_P;
						end
					else
						begin
							state_cnt[4:0] <= state_cnt[4:0] + 1;
							state[4:0] <= STATE_PHASE4;
						end
				STATE_P:
					if (state_cnt[4:0]>=2)
						begin
							state_cnt[4:0] <= 0;
							state[4:0] <= IDLE;
						end
					else
						begin
							state_cnt[4:0] <= state_cnt[4:0] + 1;
							state[4:0] <= STATE_P;
						end
			endcase
	end
always @ (*)
	begin
			case (state[4:0])
				IDLE:
					begin
						sccb_scl				<= 1;
						sccb_sda				<= 1;
					end
				STATE_S:
					case(state_cnt[4:0])
						0:
							begin
							sccb_scl=1;
							sccb_sda=1;
							end
						1:
							begin
							sccb_scl=1;
							sccb_sda=0;
							end
						2:
							begin
							sccb_scl=0;
							sccb_sda=0;
							end
						default:
							begin
							end
					endcase
				STATE_PHASE1:
					case(state_cnt[4:0])
						0:
							begin
							sccb_scl=0;
							sccb_sda=chip_addr[6];
							end
						1:
							sccb_scl=1;
						2:
							sccb_scl=0;
						3:
							begin
							sccb_scl=0;
							sccb_sda=chip_addr[5];
							end
						4:
							sccb_scl=1;
						5:
							sccb_scl=0;
						6:
							begin
							sccb_scl=0;
							sccb_sda=chip_addr[4];
							end
						7:
							sccb_scl=1;
						8:
							sccb_scl=0;
						9:
							begin
							sccb_scl=0;
							sccb_sda=chip_addr[3];
							end
						10:
							sccb_scl=1;
						11:
							sccb_scl=0;
						12:
							begin
							sccb_scl=0;
							sccb_sda=chip_addr[2];
							end
						13:
							sccb_scl=1;
						14:
							sccb_scl=0;
						15:
							begin
							sccb_scl=0;
							sccb_sda=chip_addr[1];
							end
						16:
							sccb_scl=1;
						17:
							sccb_scl=0;
						18:
							begin
							sccb_scl=0;
							sccb_sda=chip_addr[0];
							end
						19:
							sccb_scl=1;
						20:
							sccb_scl=0;
						21:
							begin
							sccb_scl=0;
							sccb_sda=0;
							end
						22:
							sccb_scl=1;
						23:
							sccb_scl=0;
						24:
							begin
							sccb_scl=0;
							sccb_sda=1'bz;
							end
						25:
							sccb_scl=1;
						26:
							sccb_scl=0;
						default:
							begin
							end
					endcase
				STATE_PHASE2:
					case(state_cnt[4:0])
						0:
							begin
							sccb_scl=0;
							sccb_sda=chip_reg[15];
							end
						1:
							sccb_scl=1;
						2:
							sccb_scl=0;
						3:
							begin
							sccb_scl=0;
							sccb_sda=chip_reg[14];
							end
						4:
							sccb_scl=1;
						5:
							sccb_scl=0;
						6:
							begin
							sccb_scl=0;
							sccb_sda=chip_reg[13];
							end
						7:
							sccb_scl=1;
						8:
							sccb_scl=0;
						9:
							begin
							sccb_scl=0;
							sccb_sda=chip_reg[12];
							end
						10:
							sccb_scl=1;
						11:
							sccb_scl=0;
						12:
							begin
							sccb_scl=0;
							sccb_sda=chip_reg[11];
							end
						13:
							sccb_scl=1;
						14:
							sccb_scl=0;
						15:
							begin
							sccb_scl=0;
							sccb_sda=chip_reg[10];
							end
						16:
							sccb_scl=1;
						17:
							sccb_scl=0;
						18:
							begin
							sccb_scl=0;
							sccb_sda=chip_reg[9];
							end
						19:
							sccb_scl=1;
						20:
							sccb_scl=0;
						21:
							begin
							sccb_scl=0;
							sccb_sda=chip_reg[8];
							end
						22:
							sccb_scl=1;
						23:
							sccb_scl=0;
						24:
							begin
							sccb_scl=0;
							sccb_sda=1'bz;
							end
						25:
							sccb_scl=1;
						26:
							sccb_scl=0;
						default:
							begin
							end
					endcase
				STATE_PHASE3:
					case(state_cnt[4:0])
						0:
							begin
							sccb_scl=0;
							sccb_sda=chip_reg[7];
							end
						1:
							sccb_scl=1;
						2:
							sccb_scl=0;
						3:
							begin
							sccb_scl=0;
							sccb_sda=chip_reg[6];
							end
						4:
							sccb_scl=1;
						5:
							sccb_scl=0;
						6:
							begin
							sccb_scl=0;
							sccb_sda=chip_reg[5];
							end
						7:
							sccb_scl=1;
						8:
							sccb_scl=0;
						9:
							begin
							sccb_scl=0;
							sccb_sda=chip_reg[4];
							end
						10:
							sccb_scl=1;
						11:
							sccb_scl=0;
						12:
							begin
							sccb_scl=0;
							sccb_sda=chip_reg[3];
							end
						13:
							sccb_scl=1;
						14:
							sccb_scl=0;
						15:
							begin
							sccb_scl=0;
							sccb_sda=chip_reg[2];
							end
						16:
							sccb_scl=1;
						17:
							sccb_scl=0;
						18:
							begin
							sccb_scl=0;
							sccb_sda=chip_reg[1];
							end
						19:
							sccb_scl=1;
						20:
							sccb_scl=0;
						21:
							begin
							sccb_scl=0;
							sccb_sda=chip_reg[0];
							end
						22:
							sccb_scl=1;
						23:
							sccb_scl=0;
						24:
							begin
							sccb_scl=0;
							sccb_sda=1'bz;
							end
						25:
							sccb_scl=1;
						26:
							sccb_scl=0;
						default:
							begin
							end
					endcase
				STATE_PHASE4:
					case(state_cnt[4:0])
						0:
							begin
							sccb_scl=0;
							sccb_sda=chip_data[7];
							end
						1:
							sccb_scl=1;
						2:
							sccb_scl=0;
						3:
							begin
							sccb_scl=0;
							sccb_sda=chip_data[6];
							end
						4:
							sccb_scl=1;
						5:
							sccb_scl=0;
						6:
							begin
							sccb_scl=0;
							sccb_sda=chip_data[5];
							end
						7:
							sccb_scl=1;
						8:
							sccb_scl=0;
						9:
							begin
							sccb_scl=0;
							sccb_sda=chip_data[4];
							end
						10:
							sccb_scl=1;
						11:
							sccb_scl=0;
						12:
							begin
							sccb_scl=0;
							sccb_sda=chip_data[3];
							end
						13:
							sccb_scl=1;
						14:
							sccb_scl=0;
						15:
							begin
							sccb_scl=0;
							sccb_sda=chip_data[2];
							end
						16:
							sccb_scl=1;
						17:
							sccb_scl=0;
						18:
							begin
							sccb_scl=0;
							sccb_sda=chip_data[1];
							end
						19:
							sccb_scl=1;
						20:
							sccb_scl=0;
						21:
							begin
							sccb_scl=0;
							sccb_sda=chip_data[0];
							end
						22:
							sccb_scl=1;
						23:
							sccb_scl=0;
						24:
							begin
							sccb_scl=0;
							sccb_sda=1'bz;
							end
						25:
							sccb_scl=1;
						26:
							sccb_scl=0;
						default:
							begin
							end
					endcase
				STATE_P:
					case(state_cnt[4:0])
						0:
							begin
							sccb_scl=0;
							sccb_sda=0;
							end
						1:
							begin
							sccb_scl=1;
							sccb_sda=0;
							end
						2:
							begin
							sccb_scl=1;
							sccb_sda=1;
							end
						default:
							begin
							end
					endcase
			endcase
	end
endmodule
==> design/flow/run.sh <==
#!/bin/bash
# OpenROAD 26Q1-2900-gdf79404cd8, Yosys 0.63+post, stock flow scripts
make -C /OpenROAD-flow-scripts/flow DESIGN_CONFIG=/design/flow/config.mk WORK_HOME=/design/flow/orfs finish
==> design/flow/config.mk <==
export PLATFORM = sky130hd
export DESIGN_NAME = sccb
export DESIGN_NICKNAME = sccb
export VERILOG_FILES = /design/flow/design.v
export SDC_FILE = /design/flow/constraint.sdc
export NUM_CORES = 4
export LEC_CHECK = 1
export CORE_UTILIZATION = 50
==> design/flow/constraint.sdc <==
current_design sccb

set clk_period 3.3
set clk_io_pct 0.2

create_clock -name clk0 -period $clk_period [get_ports {clk}]

set non_clock_inputs [all_inputs -no_clocks]
set_input_delay [expr $clk_period * $clk_io_pct] -clock clk0 $non_clock_inputs
set_output_delay [expr $clk_period * $clk_io_pct] -clock clk0 [all_outputs]
==> impl_report.txt <==
IMPLEMENTATION SUMMARY REPORT
----------------------------------------------------
[Clock network]
  TritonCTS clock tree ........................ done
  Root buf cell ........................ sky130_fd_sc_hd__clkbuf_8
  Post-CTS Hold Fix Bufs ........................ 0
  CTS H-Tree Depth ........................ 2
  Clk pin slew, worst setup/hold paths ........................ 0.07 ns
  Maximum root-to-sink buffer count ........................ 2
  Number of CTS-inserted buffers ........................ 5
  Setup bufs post-CTS ........................ 0
  Insertion delay to the later sink of the worst-skew pair ........................ 0.28 ns
  Number of cells upsized or downsized after cts ........................ 0

[Floorplan]
  Y dimension of the die ........................ 66.7 um
  Share of the core filled by cells before placement ........................ 52.3%
  Number of placed I/O pins ........................ 30
  Die width ........................ 66.7 um
  Area inside the core boundary ........................ 4000 sq um
  Number of placement rows ........................ 23
  Overall chip area ........................ 4450 sq um

[Setup path]
  Required time of the worst setup path ........................ 3.51 ns
  Reg-to-reg endpoint ........................ state_cnt[3]$_DFFE_PN0P_
  Startpoint class of the critical path ........................ flip-flop
  Cells on worst reg2reg path ........................ 7
  Worst path slowest cell ........................ sky130_fd_sc_hd__dfrtp_1
  Endpoint kind of the worst setup timing path ........................ flip-flop
  Crit path arrival time ........................ 2.29 ns
  Critical path buffer and inverter count ........................ 1
  CP Max Fanout ........................ 9
  Slowest cell delay on critical path ........................ 0.46 ns
  Critical Setup Path Class ........................ flip-flop to flip-flop
  Worst reg2reg path startpoint ........................ state_cnt[0]$_DFFE_PN0P_
  Worst setup slack for register-to-register paths ........................ 1.22 ns
  Cell chain of the critical path ........................ inv_1 -> ha_1 -> o311a_1 -> o22ai_2 -> nand2_1 -> nor3_1 -> o21bai_1
  Beginning of the critical path ........................ state_cnt[0]$_DFFE_PN0P_
  Cell family contributing the most delay on the critical path ........................ AND-OR/OR-AND gates

[Run status]
  Result of the run ........................ completed

[Route]
  Post-detailed-route wirelength per cell ........................ 16.2 um
  Wire length after detailed routing ........................ 4460 um
  Final ANT Viol Nets ........................ 0
  Vias after detailed routing ........................ 1,668
  Initial DRC count ........................ 91
  Vias/cell ........................ 6.07
  DRC ........................ 0
  Initial DRT Pass Iterations ........................ 4
  Antenna diode count ........................ 0

[Global route]
  Wire length of the first global-routing pass ........................ 7450 um
  Number of global-route vias before repair ........................ 1,521
  Largest net degree at the start of global routing ........................ 37
  Antenna violations before repair ........................ 0
  Total routing resource utilization after global routing ........................ 22.8%
  Congestion Overflow GR ........................ 0

[Final timing]
  Actual transition at the worst max-transition pin ........................ 0.808 ns
  Peak Freq ........................ 481 MHz
  Setup repair after global routing missed its margin ........................ no
  Final critical delay including setup and external delays ........................ 2.08 ns
  Final TNS setup ........................ 0 ns
  Number of setup violations in the final report ........................ 0
  Slew Viols, Final ........................ 0
  Count of unclocked register or latch pins ........................ 2
  Part of the cycle the worst path needs ........................ 63.1%
  Worst Skew ........................ 0.00450 ns
  Slew headroom ........................ 45.5%
  Final Hold Violating Endpoints ........................ 0
  Endpoints left unconstrained ........................ 4

[Run]
  Max Cap Violations ........................ 0
  Tool warning count ........................ 29

[Synthesis]
  Max-area cell share ........................ 41.8%
  Count of library flops with an enable pin ........................ 0
  Cell area after synthesis ........................ 2090 sq um
  Count of instantiated cells in the yosys netlist ........................ 199
  Dominant synthesized flop cell ........................ sky130_fd_sc_hd__dfrtp_1
  Top area cell types ........................ sky130_fd_sc_hd__dfrtp_1, sky130_fd_sc_hd__mux2_2, sky130_fd_sc_hd__nand2_1
  Ys flops ........................ 38
  Yosys warning tally ........................ 5
  Area reported by Yosys stat ........................ 2090 sq um
  Synth Instances ........................ 199
  Number of distinct library cell variants in the gate-level netlist after synthesis ........................ 51
  Synthesized area divided by synthesized cell count ........................ 10.5 sq um
  Synth area leader ........................ sky130_fd_sc_hd__dfrtp_1
  Proportion of synthesized flip-flops having asynchronous set or reset ........................ 94.7%

[Min path]
  Class of the most critical hold timing path ........................ flip-flop to flip-flop
  Worst Min Path Start ........................ chip_reg[15]$_DFFE_PN0P_
  Hold-critical path endpoint ........................ chip_reg[15]$_DFFE_PN0P_
  Number of cells on the worst hold path ........................ 1

[Cells and area]
  Number of inserted filler cells in the final layout ........................ 331
  Final Cell Area ........................ 2520 sq um
  Most common logic cells in the final layout ........................ sky130_fd_sc_hd__dfrtp_1, sky130_fd_sc_hd__clkdlybuf4s50_1, sky130_fd_sc_hd__mux2_2, sky130_fd_sc_hd__nand2_1, sky130_fd_sc_hd__o21ai_0
  Final core occ ........................ 63.0%
  Synthesis-to-finish area growth ........................ 20.4%
  Leading cell type in the layout, fill and taps excluded ........................ sky130_fd_sc_hd__dfrtp_1
  Layout cells sized above 1 ........................ 18.7%
  Area taken by flip-flops and latches ........................ 932 sq um
  Combined area of the multi-input logic cells ........................ 1080 sq um
  Largest register FFs ........................ 16

[Power]
  Leakage power summed over all cells ........................ 1.06 nW
  P per Cell Area ........................ 803 nW/um^2
  Maximum vdd drop ........................ 391 uV

[Place]
  Routability-driven placement congestion ratio ........................ 0.882
  Placed inst area ........................ 2390 sq um
  Number of input and output port buffers inserted ........................ 29
  HPWL after detailed placement ........................ 3110 um

----------------------------------------------------
-- how the worst max path moves through the flow --
stage / slack, ns / endpoint / cells after the start
global route: 1.06 / state_cnt[3]$_DFFE_PN0P_ / 7
finish: 1.22 / state_cnt[3]$_DFFE_PN0P_ / 7
CTS: 1.26 / state_cnt[3]$_DFFE_PN0P_ / 5
-- final cells by class --
| class | instances | area share (%) |
|---|---|---|
| multi-input combinational | 144 | 42.8 |
| sequential | 38 | 37.0 |
| timing repair buffer | 31 | 12.1 |
| clock buffer | 7 | 3.82 |
| tap | 50 | 2.48 |
| clock inverter | 1 | 1.19 |
| inverter | 4 | 0.596 |
-- report_power, final --
part           internal [mW]  switching (mW)  leakage [nW]  total, mW
registers              0.572           0.177         0.467      0.749
clock network          0.266           0.145        0.0645      0.411
logic                  0.399           0.466         0.531      0.865
-- stage by stage --
step	power, mW	hold WS, ns	setup WS [ns]	std cells
final	2.03	0.500	1.22	275
after global routing	2.18	0.528	1.06	275
after CTS	2.03	0.506	1.26	275
after detailed placement	1.61	0.490	1.29	267
after global placement	1.60	0.491	1.35	267
after floorplan	1.36	0.364	1.49	199
-- Yosys cell counts (2+ instances only) --
| cell | number |
|---|---|
| sky130_fd_sc_hd__a22o_1 | 3 |
| sky130_fd_sc_hd__nand2b_1 | 4 |
| sky130_fd_sc_hd__and3_1 | 2 |
| sky130_fd_sc_hd__a221oi_1 | 3 |
| sky130_fd_sc_hd__nand3_1 | 5 |
| sky130_fd_sc_hd__buf_2 | 2 |
| sky130_fd_sc_hd__o21a_1 | 2 |
| sky130_fd_sc_hd__nor2_1 | 6 |
| sky130_fd_sc_hd__nand4_1 | 2 |
| sky130_fd_sc_hd__mux2_2 | 26 |
| sky130_fd_sc_hd__mux2i_1 | 2 |
| sky130_fd_sc_hd__o211ai_1 | 3 |
| sky130_fd_sc_hd__nand3b_1 | 4 |
| sky130_fd_sc_hd__inv_1 | 4 |
| sky130_fd_sc_hd__dlxtn_1 | 2 |
| sky130_fd_sc_hd__o21ai_0 | 13 |
| sky130_fd_sc_hd__a22oi_1 | 3 |
| sky130_fd_sc_hd__a32o_1 | 4 |
| sky130_fd_sc_hd__nor4_1 | 2 |
| sky130_fd_sc_hd__o31ai_1 | 2 |
| sky130_fd_sc_hd__ha_1 | 5 |
| sky130_fd_sc_hd__buf_6 | 2 |
| sky130_fd_sc_hd__a32oi_1 | 2 |
| sky130_fd_sc_hd__clkbuf_1 | 8 |
| sky130_fd_sc_hd__nor3_1 | 2 |
| sky130_fd_sc_hd__dfrtp_1 | 35 |
| sky130_fd_sc_hd__nand2_1 | 23 |
| sky130_fd_sc_hd__a21oi_1 | 5 |
-- kinds of logic after synthesis --
logic type | after synthesis | share of synthesized area, %
AOI/OAI and AO/OA | 52 | 18.6
adders and majority gates | 5 | 2.99
xor gates and xnor gates | 1 | 0.418
buffers and inverters | 17 | 3.88
muxes | 28 | 14.9
DFF | 36 | 43.1
latches | 2 | 1.43
and+or+nand+nor | 58 | 14.6
-- metal layers --
metal  vias up  track usage (%)  part of all wire [%]
met1       813             36.4                    45
li1        797                -                     -
met2        54             35.2                    49
met4         0             2.13                  0.78
met3         4             3.65                   4.9
met5         -                0                     0
Power figures rest on the tool's default switching activity, not on a simulated workload.
